[flow/design.v]
module router_fifo(input clock,resetn,soft_reset,write_enb,read_enb,lfd_state,
				   input[7:0] data_in,
				   output full,empty,
				   output reg[7:0] data_out);
	reg[8:0] mem[15:0];
	reg[4:0] rd_ptr,wr_ptr;
	reg[6:0] count;
	reg lfd;
	always@(posedge clock)lfd <= lfd_state;
	always@(posedge clock)
	begin
		if(!resetn){rd_ptr,data_out} <= 0;
		else if(soft_reset)
		begin
			rd_ptr <= 0;
			data_out <= 'bz;
		end
		else if(read_enb && !empty)
		begin
			data_out <= mem[rd_ptr[3:0]][7:0];
			rd_ptr <= rd_ptr + 1'b1;
		end
		if(data_out && !count)data_out <= 'bz;
	end
	always@(posedge clock)
	begin
		if(!resetn || soft_reset)wr_ptr <= 0;
		else if(write_enb && !full)
		begin
			mem[wr_ptr[3:0]] <= {lfd,data_in};
			wr_ptr <= wr_ptr + 1'b1;
		end
	end
	always@(posedge clock)
	begin
		if(!resetn || soft_reset)count <= 0;
		else if(read_enb && !empty)count <= mem[rd_ptr[3:0]][8] ? mem[rd_ptr[3:0]][7:2] + 1'b1 : count ? count - 1'b1 : 0;
		else count <= count;
	end
	assign full = (rd_ptr[3:0]==wr_ptr[3:0] && rd_ptr[4]!=wr_ptr[4])?1:0;
	assign empty = (rd_ptr==wr_ptr)?1:0;
endmodule
module router_fsm(input clock,resetn,pkt_valid,fifo_full,fifo_empty_0,fifo_empty_1,fifo_empty_2,soft_reset_0,soft_reset_1,soft_reset_2,parity_done,low_packet_valid,
				  input[1:0] data_in,
				  output write_enb_reg,detect_add,ld_state,laf_state,lfd_state,full_state,rst_int_reg,busy);
	parameter DECODE_ADDRESS = 3'b000,
			  LOAD_FIRST_DATA = 3'b001,
			  LOAD_DATA = 3'b010,
			  FIFO_FULL_STATE = 3'b011,
			  LOAD_AFTER_FULL = 3'b100,
			  LOAD_PARITY = 3'b101,
			  CHECK_PARITY_ERROR = 3'b110,
			  WAIT_TILL_EMPTY = 3'b111;
	reg[2:0] state,next_state;
	reg[1:0] addr;
	always@(posedge clock)
	if(!resetn)state <= DECODE_ADDRESS;
	else if((addr==2'd0 && soft_reset_0) || (addr==2'd1 && soft_reset_1) || (addr==2'd2 && soft_reset_2))state <= DECODE_ADDRESS;
	else state <= next_state;
	always@(posedge clock)
	if(!resetn)addr <= 2'b11;
	else if(state==DECODE_ADDRESS)addr <= data_in;
	else addr <= addr;
	always@(*)
		case(state)
			DECODE_ADDRESS: if(pkt_valid)
							begin
								if((data_in==2'd0 && fifo_empty_0)||(data_in==2'd1 && fifo_empty_1)||(data_in==2'd2 && fifo_empty_2))
								next_state <= LOAD_FIRST_DATA;
								else if((data_in==2'd0 && !fifo_empty_0)||(data_in==2'd1 && !fifo_empty_1)||(data_in==2'd2 && !fifo_empty_2))
								next_state <= WAIT_TILL_EMPTY;
								else next_state <= DECODE_ADDRESS;
							end
							else next_state <= DECODE_ADDRESS;
			WAIT_TILL_EMPTY: begin
								next_state <= WAIT_TILL_EMPTY;
								case(data_in)
									0: if(fifo_empty_0)next_state <= LOAD_FIRST_DATA;
									1: if(fifo_empty_1)next_state <= LOAD_FIRST_DATA;
									2: if(fifo_empty_2)next_state <= LOAD_FIRST_DATA;
								endcase
							end
			LOAD_FIRST_DATA: next_state <= LOAD_DATA;
			LOAD_DATA: next_state <= fifo_full ? FIFO_FULL_STATE : pkt_valid ? LOAD_DATA : LOAD_PARITY;
			FIFO_FULL_STATE: next_state <= fifo_full ? FIFO_FULL_STATE : LOAD_AFTER_FULL;
			LOAD_AFTER_FULL: next_state <= parity_done ? DECODE_ADDRESS : low_packet_valid ? LOAD_PARITY : LOAD_DATA;
			LOAD_PARITY: next_state <= CHECK_PARITY_ERROR;
			CHECK_PARITY_ERROR: next_state <= fifo_full ? FIFO_FULL_STATE : DECODE_ADDRESS;
		endcase
	assign detect_add = state==DECODE_ADDRESS;
	assign lfd_state = state==LOAD_FIRST_DATA;
	assign ld_state = state==LOAD_DATA;
	assign write_enb_reg = (state==LOAD_DATA) || (state==LOAD_PARITY) || (state==LOAD_AFTER_FULL);
	assign busy = (state!=DECODE_ADDRESS) && (state!=LOAD_DATA);
	assign laf_state = state==LOAD_AFTER_FULL;
	assign full_state = state==FIFO_FULL_STATE;
	assign rst_int_reg = state==CHECK_PARITY_ERROR;
endmodule
module router_reg(input clock,resetn,pkt_valid,fifo_full,detect_add,ld_state,laf_state,full_state,lfd_state,rst_int_reg,
				  input[7:0] data_in,
				  output reg err,parity_done,low_packet_valid,
				  output reg[7:0] dout);
	reg[7:0] header,full_state_byte,internal_parity,packet_parity;			  
	always@(posedge clock)if(detect_add)header <= data_in;
	always@(posedge clock)
	begin
		if(!resetn)dout <= 0;
		else if(lfd_state)
		begin
			dout <= {lfd_state,header};
			internal_parity <= header;
		end
		else if(ld_state)
		begin
			if(!fifo_full)
			begin
				dout <= data_in;
				if(!pkt_valid)packet_parity <= data_in;
			end
			else
			begin
				full_state_byte <= data_in;
				if(!pkt_valid)packet_parity <= data_in;
			end
			if(pkt_valid)internal_parity <= internal_parity ^ data_in;
		end
		else if(laf_state)dout <= full_state_byte;
	end
	always@(posedge clock)
		if(!resetn || detect_add)parity_done <= 0;
		else if(ld_state && !pkt_valid && !fifo_full)parity_done <= 1;
		else if(laf_state && low_packet_valid && !parity_done)parity_done <= 1;
	always@(posedge clock)
		if(!resetn || detect_add)err <= 0;
		else if(parity_done && internal_parity!=packet_parity)err <= 1;
	always@(posedge clock)
		if(!resetn || rst_int_reg)low_packet_valid <= 0;
		else if(ld_state && !pkt_valid)low_packet_valid <= 1;
endmodule
module router_sync(input clock,resetn,detect_add,full_0,full_1,full_2,empty_0,empty_1,empty_2,write_enb_reg,read_enb_0,read_enb_1,read_enb_2,
				   input[1:0] data_in,
				   output reg[2:0] write_enb,
				   output reg fifo_full,
				   output soft_reset_0,soft_reset_1,soft_reset_2,vld_out_0,vld_out_1,vld_out_2);
	reg[1:0] addr;
	always@(posedge clock)
		if(!resetn)addr <= 2'b11;
		else if(detect_add)addr <= data_in;
		else addr <= addr;
	always@(*)
		if(write_enb_reg)
			case(addr)
				2'b00: write_enb = 3'b001;
				2'b01: write_enb = 3'b010;
				2'b10: write_enb = 3'b100;
				default: write_enb = 0;
			endcase
		else write_enb = 0;
	router_sync_counter counter_0(clock,resetn,vld_out_0,read_enb_0,soft_reset_0);
	router_sync_counter	counter_1(clock,resetn,vld_out_1,read_enb_1,soft_reset_1);
	router_sync_counter	counter_2(clock,resetn,vld_out_2,read_enb_2,soft_reset_2);
	always@(*)
		case(addr)
			2'b00: fifo_full = full_0;
			2'b01: fifo_full = full_1;
			2'b10: fifo_full = full_2;
			default: fifo_full = 'bz;
		endcase
	assign vld_out_0 = ~empty_0;
	assign vld_out_1 = ~empty_1;
	assign vld_out_2 = ~empty_2; 
endmodule
module router_sync_counter(input clk,rst,vld_out,read_enb,
						   output reg soft_reset);
	reg[4:0] count;
	always@(posedge clk)
	begin
		if(!rst || soft_reset){count,soft_reset} <= 0;
		else if(vld_out)
		begin
			if(read_enb!=1) 
			begin
				if(count == 5'd30) soft_reset <= 1;
				else count <= count + 1'd1;
			end
			else count <= 0;
		end
		else count <= 0;
	end
endmodule
module router_top(input clock,resetn,pkt_valid,read_enb_0,read_enb_1,read_enb_2,
				  input[7:0] data_in,
				  output busy,err,vld_out_0,vld_out_1,vld_out_2,
				  output[7:0] data_out_0,data_out_1,data_out_2);
	wire soft_reset_0,full_0,empty_0,soft_reset_1,full_1,empty_1,soft_reset_2,full_2,empty_2,fifo_full,detect_add,ld_state,laf_state,full_state,
	lfd_state,rst_int_reg,parity_done,low_packet_valid,write_enb_reg;
	wire[2:0] write_enb;
	wire[7:0] d_in;
	router_fifo FIFO_0(clock,resetn,soft_reset_0,write_enb[0],read_enb_0,lfd_state,d_in[7:0],full_0,empty_0,data_out_0);
	router_fifo FIFO_1(clock,resetn,soft_reset_1,write_enb[1],read_enb_1,lfd_state,d_in[7:0],full_1,empty_1,data_out_1);
	router_fifo FIFO_2(clock,resetn,soft_reset_2,write_enb[2],read_enb_2,lfd_state,d_in[7:0],full_2,empty_2,data_out_2);
	router_reg REGISTER(clock,resetn,pkt_valid,fifo_full,detect_add,ld_state,laf_state,full_state,lfd_state,rst_int_reg,
						data_in,
						err,parity_done,low_packet_valid,
						d_in);
	router_sync SYNCHRONIZER(clock,resetn,detect_add,full_0,full_1,full_2,empty_0,empty_1,empty_2,write_enb_reg,read_enb_0,read_enb_1,read_enb_2,
							 data_in[1:0],
							 write_enb,
							 fifo_full,soft_reset_0,soft_reset_1,soft_reset_2,
							 vld_out_0,vld_out_1,vld_out_2);
	router_fsm FSM(clock,resetn,pkt_valid,fifo_full,empty_0,empty_1,empty_2,soft_reset_0,soft_reset_1,soft_reset_2,parity_done,low_packet_valid,
				   data_in[1:0],
				   write_enb_reg,detect_add,ld_state,laf_state,lfd_state,full_state,rst_int_reg,busy);
endmodule
[flow/run.sh]
#!/bin/bash
# OpenROAD 26Q1-2900-gdf79404cd8, Yosys 0.63+post, stock flow scripts
make -C /OpenROAD-flow-scripts/flow DESIGN_CONFIG=/design/flow/config.mk WORK_HOME=/design/flow/orfs finish
[flow/config.mk]
export PLATFORM = sky130hd
export DESIGN_NAME = router_top
export DESIGN_NICKNAME = router_top
export VERILOG_FILES = /design/flow/design.v
export SDC_FILE = /design/flow/constraint.sdc
export NUM_CORES = 4
export LEC_CHECK = 1
export CORE_UTILIZATION = 50
[flow/constraint.sdc]
current_design router_top

set clk_period 7.2
set clk_io_pct 0.2

create_clock -name clk0 -period $clk_period [get_ports {clock}]

set non_clock_inputs [all_inputs -no_clocks]
set_input_delay [expr $clk_period * $clk_io_pct] -clock clk0 $non_clock_inputs
set_output_delay [expr $clk_period * $clk_io_pct] -clock clk0 [all_outputs]
==> deck_impl_summary.md <==
Implementation Results

Place
  – Placed Area: 24900 um2
  – Port Buf Inserts: 42
  – Placer Congestion: 0.864
  – DP HPWL: 30700 um

Route
  – Ant diodes: 0
  – Via count: 12700
  – Wirelength per Cell: 22.8 um
  – Total Wirelength: 49900 um
  – DR pass1 iterations: 23
  – Final ANT Viol Nets: 0
  – Via-to-Cell Ratio: 5.81
  – Drt drc: 0
  – DR iter-0 viols: 897

CTS
  – CTS tree: built
  – Post-CTS Repair Setup Buffers: 0
  – Htree depth: 2
  – CTS root buf: clkbuf_16
  – Clock buffer depth: 3
  – Clock Latency Late Sink: 0.61 ns
  – CTS sink count: 586
  – Worst-path clk slew: 0.06 ns
  – CTS Buf Count: 58
  – Post-cts resize count: 0
  – CTS Hold Bufs: 0

Layout
  – Final non-filler cell area: 26800 um2
  – Share of layout cells above drive strength 1: 15.7%
  – Synth-to-Final Area Change: 13.0%

STA
  – RSZ-0062 raised after global routing: false
  – Period utilisation layout: 56.9%
  – Setup Skew: 0.0155 ns
  – Final hold violations: 0
  – Fmax: 0.244 GHz
  – Worst-Margin Slew: 0.851 ns
  – Slew HR: 43.0%
  – Setup TNS: 0 ns
  – Slew Limit Fails: 0
  – Final worst path period need: 4.10 ns
  – Endpoints failing setup: 0

Worst hold path
  – HP Class: register to register
  – Cells on Worst Hold Path: 1

Die
  – Cell row count: 79
  – Core Area: 46700 um2
  – Die area: 48400 um2
  – FP Core Util: 50.9%
  – Die height: 220 um
  – Chip Width: 220 um
  – # IOs: 43

Pwr
  – Power per cell area: 320 nW/um2
  – Worst IR Drop VDD: 0.000192 V
  – LEAKAGE: 0.00878 uW

Yosys
  – Area leader, netlist: edfxtp_1
  – Area leader share: 61.7%
  – FF+latch count, synth: 586
  – Number of enable flip-flop cells: 488
  – Post-synth area from yosys stat: 23700 um2
  – Post-synth ARST share: 0%
  – Count leader, synth: edfxtp_1
  – Top cells, area: edfxtp_1, mux4_2, dfxtp_1
  – Cell variety after synth: 59
  – Ys Warns: 8
  – Area of the mapped netlist: 23700 um2
  – Syn Area/Cell: 16.2 um2
  – Seq share, synth: 70.0%
  – Synth Instances: 1463
  – Synth cell count leaders: edfxtp_1, nor2_1, nand2_1
  – Top FF cell, synth: edfxtp_1
  – # Cells Yosys: 1463

Global route
  – GRT Resource Usage Total: 23.8%
  – Largest net degree at the start of global routing: 50
  – Initial antenna violation count: 1
  – First-pass GRT wire length: 76900 um
  – Number of global-route vias before repair: 13500
  – Grt ovf: 0

Outcome
  – Status: completed

Setup path
  – Crit path max fanout: 14
  – R2R depth: 7
  – Setup crit start kind: register
  – Critical path capture point type: output port
  – Critical Path RT: 5.76 ns
  – Worst Path Arrival: 2.66 ns
  – Kind of critical path: register to output port

Flow run
  – Log Warnings: 40
  – Max-cap viol count: 0
[stage by stage]
step	util [%]	setup slack (ns)	power, uW	std cells	hold WS (ns)
floorplan	-	3.81	5060	1463	0.413
global placement	53.3	3.21	5590	2084	0.451
detailed placement	53.3	3.19	5590	2084	0.458
CTS	57.5	3.09	8660	2190	0.469
global route	57.5	2.92	8970	2190	0.487
finish	57.5	3.10	8580	2190	0.464
[final cells by class]
| type | count | area, um2 |
|---|---|---|
| Sequential cell | 586 | 16600 |
| Fill cell | 3508 | 19800 |
| Timing Repair Buffer | 77 | 683 |
| Clock buffer | 70 | 1520 |
| Inverter | 23 | 86.3 |
| Clock inverter | 36 | 430 |
| Tap cell | 607 | 759 |
| Multi-Input combinational cell | 791 | 6720 |
[per-layer routing]
metal | wire length [um] | GRT usage, % | share of wire, % | vias to the layer above
li1 | - | - | - | 5844
met1 | 19200 | 35.1 | 39 | 6094
met2 | 22100 | 32.1 | 44 | 710
met3 | 7450 | 16.5 | 15 | 74
met4 | 1050 | 4.28 | 2.1 | 2
met5 | 9 | 0 | 0.018 | -
[layout by cell type (no fill, tap or decap), types with 7 or more instances in the layout]
cell,Yosys,final
clkdlybuf4s50_1,0,42
nor2b_1,7,7
nor2_1,120,120
clkinv_1,2,10
or3_1,8,8
xor2_1,50,50
clkbuf_16,0,59
clkbuf_1,33,11
o21ai_0,28,28
edfxtp_1,488,488
inv_1,21,21
and2_1,17,17
a21oi_1,60,60
xnor2_1,26,26
clkinvlp_4,0,8
nor4_1,13,13
nand4_1,17,17
dfxtp_1,98,86
a211oi_1,10,10
dfxtp_2,0,12
a22oi_1,37,37
mux4_2,106,106
buf_4,7,35
ha_1,31,31
nand2_1,108,108
a31oi_1,19,19
bufinv_16,0,9
mux4_1,12,12
nand2b_1,22,22
nand3_1,24,24
nor3_1,26,26
[power by group]
part | switching [uW] | total (uW) | internal [uW]
combinational | 849 | 1400 | 547
clock | 1240 | 3070 | 1820
sequential | 112 | 4120 | 4000
[critical path, stage by stage (launching register included)]
cell and delay [ns]:
dfxtp_1 0.65, xor2_1 0.13, nor4_1 0.40, buf_4 0.23, nand2_1 0.16, clkdlybuf4s50_1 0.48
[registers in the layout, summed over array words and instances, names as in the netlist, 7 cells and up, named ones only]
signal,cells
FIFO_0.count,7
FIFO_0.data_out,8
FIFO_0.mem,144
FIFO_1.count,7
FIFO_1.data_out,8
FIFO_1.mem,144
FIFO_2.count,7
FIFO_2.data_out,8
FIFO_2.mem,144
REGISTER.dout,8
REGISTER.full_state_byte,8
REGISTER.header,8
REGISTER.internal_parity,8
REGISTER.packet_parity,8
[worst paths after layout]
kind	end	from	slack [ns]
max reg2reg	FIFO_2.mem[11][2]	FSM.state[1]	3.90
min	SYNCHRONIZER.counter_0.count[4]	SYNCHRONIZER.counter_0.count[4]	0.46
max	vld_out_2	FIFO_2.wr_ptr[2]	3.10
min reg2reg	SYNCHRONIZER.counter_0.count[4]	SYNCHRONIZER.counter_0.count[4]	0.46
[cells by family after synthesis]
family	share of synthesized area (%)
flip-flops	70.0
AND/OR/NAND/NOR	7.42
AND-OR/OR-AND	4.93
multiplexers	11.5
buffers and inverters	1.74
XOR/XNOR	2.80
adder cells (fa/ha/maj)	1.63
Power is estimated from default activity; no workload was simulated.
